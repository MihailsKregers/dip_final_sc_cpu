==> ./design.v <==
`timescale 1ns / 1ps
`timescale 1ns / 1ps
module mux_pc_src(
		input [31:0] ALU,
		input [31:0] INTERRUPT,
		input [31:0] COND_BR,
		input [31:0] PC_ADDER,
		input [1:0] CTL,
		input COND,
		output [31:0] OUT
    );
assign OUT = (CTL == 2'b01) ? ALU:
					((CTL == 2'b10) ? INTERRUPT : 
					((CTL == 2'b11 && COND == 1'b1) ? COND_BR : PC_ADDER));
endmodule
==> ./run.sh <==
#!/bin/bash
# OpenROAD 26Q1-2900-gdf79404cd8, Yosys 0.63+post, stock flow scripts
make -C /OpenROAD-flow-scripts/flow DESIGN_CONFIG=/design/flow/config.mk WORK_HOME=/design/flow/orfs finish
==> ./config.mk <==
export PLATFORM = sky130hd
export DESIGN_NAME = mux_pc_src
export DESIGN_NICKNAME = mux_pc_src
export VERILOG_FILES = /design/flow/design.v
export SDC_FILE = /design/flow/constraint.sdc
export NUM_CORES = 4
export LEC_CHECK = 1
export CORE_AREA = 10 10 88 88
export DIE_AREA = 0 0 98 98
==> ./constraint.sdc <==
current_design mux_pc_src

set clk_period 2.8
set clk_io_pct 0.2

create_clock -name clk0 -period $clk_period

set non_clock_inputs [all_inputs -no_clocks]
set_input_delay [expr $clk_period * $clk_io_pct] -clock clk0 $non_clock_inputs
set_output_delay [expr $clk_period * $clk_io_pct] -clock clk0 [all_outputs]
==> deck_impl_summary.md <==
Run Summary

Run status
  • Run status: finished clean

Drt
  • DRC: 0
  • Inserted Diodes: 0
  • Mean routed wirelength per cell: 19.9 microns
  • DR vias: 1876
  • Pre-antenna DRT Iters: 4
  • Detailed Route Iter0 Violations: 161
  • Final WL: 7.58 mm
  • Routed Antenna Nets: 0
  • Vias per std cell: 4.92

Clock network
  • Post-CTS setup buffers: 0
  • # hold bufs at CTS: 0

Worst setup path
  • Data required time at the worst endpoint: 2240 ps
  • Critical-path cell list: dlygate4sd2_1 -> and2_4 -> buf_12 -> a222oi_1 -> nand2_1 -> clkdlybuf4s50_1
  • Startpoint types: input pin
  • Slowest cell on the critical path: clkdlybuf4s50_1
  • CP top delay family: buffers and inverters
  • Crit. End Element: output pin
  • CP Class: input pin to output pin
  • WP buf/inv: 3
  • Worst path max stage delay: 420 ps
  • Crit path DAT: 2080 ps
  • Critical-path maximum fanout: 25

Floorplan
  • Chip height: 98 microns
  • Top Ports: 163
  • Row count: 28
  • CORE AREA: 5920 sq um
  • Die ar.: 9600 sq um
  • Floorplan core density: 20.3%
  • Die Wd: 98 microns

Synthesis
  • # Cells Yosys: 149
  • Synth Seq Share: 0%
  • Synth warnings: 0
  • Synth Instances: 149
  • Top post-synthesis cells by count: nand2_1 (64), a222oi_1 (32), mux2_4 (30)
  • Yosys top cell by area: mux2_4
  • Synth top cell by count: nand2_1
  • Max-area cell share: 37.5%
  • Synth cell types: 11
  • YS chip area: 1200 sq um
  • Area of the mapped netlist: 1200 sq um
  • Top area cell types: mux2_4 (37%), a222oi_1 (27%), nand2_1 (20%)
  • Avg Inst Size Synth: 8.07 sq um

Flow run
  • Max cap viols: 0
  • Tool warning count: 32

Place
  • Dpl hpwl: 5.73 mm
  • Placed Area: 2900 sq um
  • PortBufs: 163
  • Routability cong.: 0.841
  • Post-Place Cells: 378

Power and ir drop
  • LEAKAGE: 1.23 nW
  • Sequential Power Share: 0%
  • Cell Pwr Density: 164 nW/um^2
  • Comb power frac: 100.0%
  • Sw Share: 27.5%
  • Worst-case vdd ir drop: 0.0687 mV
  • Psw: 0.000132 W
  • Int Pwr: 0.000349 W
  • Clock share of power: 0%

Final timing
  • Fmax: 378 MHz
  • Max-slew headroom: 80.2%
  • Crit path time final: 2640 ps
  • Count of pins over their slew limit: 0
  • Final Hold Fails: 0
  • Crit share post-route: 94.4%
  • Worst slew pin tran: 297 ps
  • Final setup violation count: 0
  • RSZ-0062 raised after global routing: no

Min path
  • Worst hold path type: input pin to output pin
  • Hold Path End: OUT[28]
  • Hold path startpoint: PC_ADDER[28]
  • Hold depth: 4

Finish
  • Final Non-Filler Cells: 381
  • Reg area: 0 sq um
  • FFs & Latches: 0
  • Clkbuf count: 0
  • Area delta synth->final: 143%
  • Final Cell Area: 2930 sq um
  • Fin util: 49.4%
  • Layout cell share with drive strength beyond 1: 15.7%

Global routing
  • Gr usage total: 14.4%
  • Pin count of the biggest net entering global routing: 26
  • Global-route wire length before repair: 11.4 mm
  • Grt total ovfl: 0
  • Vias in the first global route: 1936
  • Initial antenna violation count: 0
routing by layer:
| layer | global-route usage (%) | vias to the layer above | wire length, microns |
|---|---|---|---|
| met5 | 0 | - | 0 |
| met4 | 0 | 0 | 0 |
| met3 | 5.41 | 0 | 790 |
| met2 | 23.8 | 108 | 3510 |
| li1 | - | 913 | - |
| met1 | 18.5 | 855 | 3280 |
kinds of logic after synthesis:
group | Yosys count | synth area share (%)
and+or+nand+nor | 68 | 22.5
AOI/OAI and AO/OA | 32 | 26.6
buffers and inverters | 17 | 11.6
muxes | 32 | 39.3
final cells by class:
cell class / count / area (sq um)
fill: 594 / 2990
timing repair buffer: 171 / 1740
multi-input combinational: 135 / 1100
tap: 75 / 93.8
tightest hold or removal path, cell delays in order:
cell,delay [ps]
clkdlybuf4s50_1,410
nand2_1,60
nand2_1,40
clkdlybuf4s50_1,400
power groups by stage:
stage | logic (W) | clock network, W | registers [W]
CTS | 0.000486 | 0 | 0
global route | 0.000519 | 0 | 0
finish | 0.000481 | 0 | 0
repair_timing:
| item | 4_1_cts | 5_1_grt |
|---|---|---|
| resized | 7 | 2 |
| setup endpoints to repair | 32 | 3 |
| gates cloned | 3 | 0 |
metrics by stage:
step	power, W	setup slack (ps)	hold WS, ps	TNS (ps)
6_report	0.000481	157	2040	0
3_5_place_dp	0.000476	-98.3	2050	-2400
4_1_cts	0.000486	104	2050	0
2_1_floorplan	0.000159	834	1180	0
3_3_place_gp	0.000475	-90.2	2040	-2140
5_1_grt	0.000519	7.28	2060	0
cell usage in the layout, fill, tap and decap left out, drive strengths merged:
master,count
clkdlybuf4s50,160
nand2,64
a222oi,32
mux2,32
buf,9
and2b,5
and2,1
nor2,1
dlygate4sd2,1
clkdlybuf4s15,1
how the worst max path moves through the flow:
stage | from | slack [ps] | cells after the start | endpoint
final | CTL[0] | 160 | 6 | OUT[0]
after global routing | CTL[1] | 7 | 6 | OUT[4]
after CTS | CTL[0] | 100 | 5 | OUT[24]
Power is estimated from default activity; no workload was simulated.
