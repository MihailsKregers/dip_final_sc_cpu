## ./config.mk

```make
export PLATFORM = sky130hd
export DESIGN_NAME = reg_file
export DESIGN_NICKNAME = reg_file
export VERILOG_FILES = /design/flow/design.v
export SDC_FILE = /design/flow/constraint.sdc
export NUM_CORES = 4
export LEC_CHECK = 1
export CORE_UTILIZATION = 40
```

## ./constraint.sdc

```tcl
current_design reg_file

set clk_period 6.0
set clk_io_pct 0.2

create_clock -name clk0 -period $clk_period [get_ports {CLK}]

set non_clock_inputs [all_inputs -no_clocks]
set_input_delay [expr $clk_period * $clk_io_pct] -clock clk0 $non_clock_inputs
set_output_delay [expr $clk_period * $clk_io_pct] -clock clk0 [all_outputs]
```

## ./design.v

```verilog
`timescale 1ns / 1ps
`timescale 1ns / 1ps
module reg_file
	(
	input CLK,
	input [4:0] RS1,
	input [4:0] RS2,
	input [4:0] RD,
	input [31:0] DIN,
	input WR,
	output [31:0] RD1,
	output [31:0] RD2
    );
	reg [31:0] file [0:31];
	always@(posedge CLK) begin
		if (WR == 1) begin
			file[RD] <= DIN;
		end
	end
	assign RD1 = (RS1 == 5'b00000) ? 0 : file[RS1];
	assign RD2 = (RS2 == 5'b00000) ? 0 : file[RS2];
endmodule
```

## ./run.sh

```bash
#!/bin/bash
# OpenROAD 26Q1-2900-gdf79404cd8, Yosys 0.63+post, stock flow scripts
make -C /OpenROAD-flow-scripts/flow DESIGN_CONFIG=/design/flow/config.mk WORK_HOME=/design/flow/orfs finish
```

==> impl_metrics.py <==
# Generated from Yosys and OpenROAD reports
metrics = {
    "route": {
        "antenna_left": 0,
        "routed_via_density": 6.36,
        "met1_length_um": 45200,
        "drc_errors": 0,
        "route.met2.wl_um": 68200,
        "dr_total_vias": 26757,
        "routedWlPerCell_um": 35.5,
        "routed_wl_um": 150000,
        "drtPass1Iterations": 5,
        "top_layer_used": "met5",
        "dr_wl_met3_um": 30800,
        "drt_iter0_drc": 1871,
    },
    "floorplan": {
        "die_h_um": 345,
        "num_rows": 125,
        "coreArea_mm2": 0.116,
        "ioPinCount": 113,
        "die_w_um": 345,
        "floorplan.core_util": 0.404,
        "die_area_mm2": 0.119,
    },
    "finish": {
        "regMostFlops": "file",
        "comb_area_mm2": 0.0154,
        "fillCellCount": 9410,
        "final_cell_mix": "1024 x edfxtp_1, 425 x mux4_2, 183 x mux2i_1, 156 x buf_4, 106 x clkbuf_16",
        "lay_top_count": "edfxtp_1",
        "regArea_mm2": 0.0307,
        "top_regs": "file (1024)",
        "largest_reg_flops": 1024,
        "syn_to_final_growth_pct": 15.3,
        "fin_cells": 4207,
        "drive_above_1_share": 0.301,
    },
    "synth": {
        "syn_area_per_cell_um2": 19.6,
        "synth_stat.cells": 2400,
        "postSynthSeqShare": 0.655,
        "ys_warn_count": 1,
        "syn_inst": 2400,
        "syn_area_mm2": 0.0470,
        "ys_area_mm2": 0.0470,
        "ys_types": 40,
        "ys_seq_elements": 1024,
    },
    "final_timing": {
        "final.min_clock_period_ps": 5820,
        "final_max_slew_viol_count": 0,
        "tightest_slew_ps": 1140,
        "post-route-period-util": 0.970,
        "clock.fmax_ghz": 0.172,
        "grt_setup_unrepaired": "no",
        "totalNegativeSetupSlack_ps": 0,
        "max-slew-margin-rel": 0.234,
        "hold_violations": 0,
        "setup_viol": 0,
    },
    "power": {
        "ir_worst_vdd_uv": 200,
        "power_density_mw_per_mm2": 290,
        "fin_total_pwr_mw": 15.7,
        "p_leak_nw": 17.3,
    },
    "placement": {
        "post-place-cells": 4013,
        "gp_congestion": 0.927,
        "dp_hpwl_um": 92800,
        "portBuffers": 112,
    },
    "job": {
        "maxCapViolations": 0,
        "warnings": 26,
    },
    "critical_path": {
        "crit_end": "RD2[3]",
        "worstSetupStartpoint": "RS2[3]",
        "crit_buf_inv": 4,
        "critical_path.slowest_cell": "nor3_1",
        "crit_cells": 8,
        "path_cells": "clkdlybuf4s50_1 -> or3b_2 -> buf_4 -> buf_4 -> o22ai_1 -> a2111oi_0 -> nor3_1 -> clkdlybuf4s50_1",
        "crit_arrival_ps": 4620,
        "end_kind": "primary output",
        "max_stage_delay_ps": 800,
        "cp_max_fo": 23,
        "critPathTopFamily": "buffers and inverters",
        "required_ps": 4800,
        "startpoint_type": "primary input",
        "critPathKind": "primary input to primary output",
    },
    "global_routing": {
        "grt_max_degree": 67,
        "grt_overflow": 0,
        "grt_usage": 0.281,
        "grt_pass1_wl_um": 213000,
        "antenna_found_initial": 5,
        "grt_pass1_vias": 30275,
    },
    "cts": {
        "clkSinkCount": 1024,
        "cts_tree": "yes",
        "clockBufferDepth": 3,
        "htree_levels": 3,
        "postCtsSetupBuffers": 0,
        "clk_pin_slew_ps": 60,
        "cts_buffers": 106,
        "root_buffer": "clkbuf_16",
    },
    "worst_hold_path": {
        "hp-class": "primary input to register",
    },
    "outcome": {
        "status": "completed",
    },
}
==> Yosys cell counts (all sizes together) <==
master   count  area [µm²]
nand2b       3        18.8
nand3b       7        52.6
o22ai       55         344
nor2        35         131
inv         25        93.8
or3b         5        43.8
edfxtp    1024       30700
nand2       65         244
a221oi      23         201
a211oi      47         353
and3         1        6.26
a22o        62         543
nand3        4        20.0
o221ai      31         272
nor4b        1        15.0
mux2        24         270
a221o        1        10.0
a2111oi     31         272
buf         97         602
clkbuf     104         390
a21boi       1        7.51
mux2i      183        1830
nor3        33         170
and2        13        81.3
mux4       425        9570
o211ai       1        7.51
o22a         1        8.76
a32o         9        90.1
a21oi       46         230
and4         1        8.76
or3          2        12.5
nor2b        8        50.1
nor4         9        56.3
a211o       23         201
==> metal layers <==
metal,track usage,vias up
met2,0.399,2136
met1,0.311,13487
met5,0.0288,-
met4,0.0762,10
li1,-,10822
met3,0.253,302
==> how the worst min path moves through the flow <==
stage / slack [ps] / cells past startpoint / start / endpoint
4_1_cts: 1310 / 2 / DIN[26] / file[8][26]$_DFFE_PP_
5_1_grt: 1350 / 2 / DIN[25] / file[25][25]$_DFFE_PP_
6_report: 1340 / 2 / DIN[26] / file[8][26]$_DFFE_PP_
==> per-stage QoR <==
step | hold slack [ps] | worst slack, ps | utilization | area [µm²]
global route | 1350 | 126 | 0.465 | 54100
detailed placement | 2040 | 2.38 | 0.438 | 50900
CTS | 1310 | 79.8 | 0.465 | 54100
global placement | 2030 | 68.7 | 0.438 | 50900
finish | 1340 | 181 | 0.465 | 54100
floorplan | 1300 | 2030 | - | 47000
==> logic make-up (layout without fill, tap and decap cells) <==
logic type / count (synthesis) / after routing / synth area share
multiplexers: 632 / 632 / 0.249
AND-OR/OR-AND: 331 / 331 / 0.0541
buffers and inverters: 226 / 504 / 0.0231
flip-flops: 1024 / 1024 / 0.655
AND/OR/NAND/NOR: 187 / 187 / 0.0194
other: 0 / 5 / 0
==> layout make-up <==
type / count / share of cell area
clock inverter: 53 / 0.00804
sequential: 1024 / 0.568
tap: 1524 / 0.0352
multi-input combinational: 1150 / 0.285
antenna: 5 / 0.000231
clock buffer: 136 / 0.0511
inverter: 25 / 0.00178
timing repair buffer: 290 / 0.0509
==> repair_timing <==
item,CTS,global route
hold buffers,0,0
endpoints found under the setup margin,1,2
resized,1,2
==> report_power, final <==
| group | switching (mW) | internal, mW |
|---|---|---|
| registers | 0.0349 | 7.96 |
| logic | 0.860 | 0.646 |
| clock network | 2.71 | 3.46 |
| total | 3.61 | 12.1 |
Power and IR drop assume default switching activity.
