==> /design/flow/design.v <==
`timescale 1ns / 1ps
`timescale 1ns / 1ps
module mm(
		input CLK,
		input [31:0] ADDR,
		input [1:0] WR,
		input [31:0] D_IN_ADDR,
		input [31:0] D_OUT_ADDR,
		input [31:0] D_IN,
		output [31:0] INSTR,
		output [31:0] D_OUT
    );
	reg [7:0] mem [0:255];
	reg [31:0] value;
	reg [31:0] instruction;
	always@ (posedge CLK) begin
		instruction <= {mem[ADDR], mem[ADDR+1], mem[ADDR+2], mem[ADDR+3]};
		if (WR == 2'b01) begin
			mem[D_IN_ADDR] <= D_IN[7:0];
		end else begin 
			if (WR == 2'b10) begin
				mem[D_IN_ADDR] <= D_IN[7:0];
				mem[D_IN_ADDR+1] <= D_IN[15:8];
			end else begin 
				if (WR == 2'b11) begin
					mem[D_IN_ADDR] <= D_IN[7:0];
				   mem[D_IN_ADDR+1] <= D_IN[15:8];
					mem[D_IN_ADDR+3] <= D_IN[23:16];
				   mem[D_IN_ADDR+4] <= D_IN[31:24];
				end
			end
		end
		value <= {mem[D_OUT_ADDR], mem[D_OUT_ADDR+1], mem[D_OUT_ADDR+2], mem[D_OUT_ADDR+3]};
	end
	assign D_OUT = value;
	assign INSTR = instruction;
endmodule
==> /design/flow/run.sh <==
#!/bin/bash
# OpenROAD 26Q1-2900-gdf79404cd8, Yosys 0.63+post, stock flow scripts
make -C /OpenROAD-flow-scripts/flow DESIGN_CONFIG=/design/flow/config.mk WORK_HOME=/design/flow/orfs finish
==> /design/flow/config.mk <==
export PLATFORM = sky130hd
export DESIGN_NAME = mm
export DESIGN_NICKNAME = mm
export VERILOG_FILES = /design/flow/design.v
export SDC_FILE = /design/flow/constraint.sdc
export NUM_CORES = 4
export LEC_CHECK = 1
export CORE_UTILIZATION = 40
==> /design/flow/constraint.sdc <==
current_design mm

set clk_period 42.1
set clk_io_pct 0.2

create_clock -name clk0 -period $clk_period [get_ports {CLK}]

set non_clock_inputs [all_inputs -no_clocks]
set_input_delay [expr $clk_period * $clk_io_pct] -clock clk0 $non_clock_inputs
set_output_delay [expr $clk_period * $clk_io_pct] -clock clk0 [all_outputs]
==> job_summary.md <==
## Synthesis and layout report

| Metric | Value |
|---|---|
| Result of the run | complete, no violations |
| Height of the die | between 800 and 900 um |
| Main synth FF type | edfxtp_1 |
| Slew Viols, Final | 0 |
| Layout-stage area growth over the synthesis result | 10.4% |
| Critical R2R Capture | value[18]$_DFF_P_ |
| Ys async rst share | 0% |
| Number of placement rows | ~300 |
| Unrepaired setup endpoints after global routing | no |
| Count of instantiated cells in the yosys netlist | between 20000 and 25000 |
| Routed WL per cell | between 50 and 60 um |
| Crit-path most repeated cell | buf_4 |
| Worst-case reg-to-reg path depth | 6 |
| Share of post-route cells with drive strength above 1 | ~37% |
| Ys Warns | 1 |
| Late-Pin Clk Latency | approximately 1.2 ns |
| Initial antenna violation count | about 390 |
| Via count of the first global-routing pass | 244000 |
| Crit path arrival time | ~16 ns |
| Worst setup startpoint | D_OUT_ADDR[0] |
| Clock-pin slew of the registers on the worst-case setup and hold paths | about 0.060 ns |
| Port-buffer cells | ~120 |
| Starting density of the core | between 40 and 50% |
| H-tree lvl count | 5 |
| Number of distinct library cells after synthesis | slightly above 80 |
| Flops & latches, synth | 2112 |
| Hold crit path type | reg2reg |
| Number of gates given a new drive strength after cts | 0 |
| Achievable Freq | 0.0643 GHz |
| Drt first-iter violations | 31600 |
| Slew @ Worst Pin | between 1 and 1.5 ns |
| Number of standard cells after synthesis | about 23000 |
| Worst path required time | around 43 ns |
| Highest fanout seen on the critical path | around 63 |
| Sequential-to-total area share from yosys stat | a little under a quarter |
| Count of maximum capacitance violations | 0 |
| Clock sink total | roughly 2100 |
| Clock tree from TritonCTS | built |
| Hold Slack | 1.34 ns |
| Cells traversed along the worst timing path | buf_16 -> buf_4 -> buf_4 -> buf_4 -> buf_4 -> buf_4 -> buf_12 -> buf_4 -> mux4_2 -> mux4_2 -> mux2i_1 -> o211ai_1 -> o22a_1 |
| Vias per cell | between 7 and 8 |
| GRT Util Overall | 60.2% |
| Critical Path End | value[26]$_DFF_P_ |
| Pwr per Cell Area | approximately 28 mW/mm2 |
| Number of cells traversed by the worst hold path | 5 |
| Final Wtd Congestion | about 1.2 |
| Largest cells by area after synthesis | mux4_2, edfxtp_1, mux2i_1, nand2_1, mux2_2 |
| Setup_tns | 0 ns |
| Post-route antenna net violation count | 0 |
| HPWL after DPL | roughly 1400000 um |
| Worst R2R Start | mem[192][2]$_DFFE_PP_ |
| Yosys stat chip area | 0.268 mm2 |
| Worst Setup Path Type | in2reg |
| Synthesized area divided by synthesized cell count | between 10 and 15 um2 |
| Total Power | 8.20 mW |
| Post-route DRC violation count | 0 |
| Worst IR drop on VDD | roughly 36 uV |
| Kind of end point of the critical path | flop |
| Number of buffers inserted for hold repair after clock tree synthesis | 0 |
| Startpoint of the lowest-slack hold path | mem[71][3]$_DFFE_PP_ |
| Number of hold violations in the final report | 0 |
| Pin count of the biggest net entering global routing | around 96 |
| Count of pins on the block boundary | 195 |
| CTS Root Buffer Type | clkbuf_16 |
| Maximum count of clock buffers along a single path | 4 |
| Static leakage power | 104 nW |
| Final setup viols | 0 |
| Die footprint | between 0.6 and 0.7 mm2 |
| Post CTS Setup Buffer Count | 0 |
| Master of the slowest instance on the critical path | mux2i_1 |
| Most numerous cell in the Yosys netlist | mux4_2 |
| Via count | roughly 260k |
| Routed WL | around 1900000 um |
| Library cell with the largest summed area after synthesis | mux4_2 |
| Std-Cell Core Area | about 0.67 mm2 |
| Worst rel slew slack | 1.90% |
| Congestion Overflow GR | 0 |
| Netlist area before placement | between 0.2 and 0.3 mm2 |
| Die extent in x | approximately 800 um |
| Total CTS buffers | between 300 and 400 |
| Min Tclk post-route | between 15 and 20 ns |
| Post-synth tally of flip-flops with integrated enable | between 2000 and 2500 |
| Clk_skew | between 0.06 and 0.07 ns |
| Number of warnings in the stage logs | about 110 |
| Synth cell count leaders | mux4_2, nand2_1, mux2i_1 |
| Slowest stage delay, CP | approximately 0.82 ns |
| Startpoint types | primary input |
| Top-area cell type share of the netlist area | about two fifths |
| Global-route wire length before repair | between 2000000 and 2500000 um |
| Final period utilization | between 30% and 40% |
| Register-to-register setup slack | approximately 38 ns |
| Iteration tally of the first detailed-router pass | 9 |
where the power goes:
part | switching, mW | leakage (nW) | total, mW | internal, mW
clock | 1.22 | 4.68 | 2.70 | 1.48
combinational | 2.11 | 80.2 | 3.12 | 1.01
sequential | 0.0512 | 19.0 | 2.39 | 2.34
critical path: cells and delay by family:
family	cells	cell delay [ns]
AOI/OAI and AO/OA	2	1.28
buffers and inverters	8	4.35
muxes	3	2.06
cells in the final DEF (no fill, tap or decap), types with 36 or more instances in the layout:
master	netlist	final
nand2_1	3315	3274
buf_12	0	44
clkdlybuf4s50_1	0	71
buf_8	0	36
clkinv_1	2	53
a32oi_1	134	133
o21ai_1	109	119
or4_1	38	38
nand4_1	136	136
edfxtp_1	2048	2048
nand3_1	679	675
mux2_2	1036	1036
buf_4	248	1814
nor2_4	23	70
dfxtp_1	64	64
a21o_1	738	738
or3_1	40	40
and3_1	70	54
clkbuf_1	1892	57
nor2_1	1173	1078
diode_2	0	1015
clkinv_2	0	40
o22ai_1	98	94
a31oi_1	98	95
nor2_2	63	111
o21ai_0	1401	1390
mux4_2	4609	4609
a21oi_1	804	787
nor3_1	71	53
mux2i_1	2347	2330
a211oi_1	811	811
o2111ai_1	87	83
clkbuf_16	0	304
through the flow:
| stage | std cells | setup slack [ns] | area [um2] | utilization [%] |
|---|---|---|---|---|
| finish | 32800 | 26.55 | 295000 | 44.3 |
| floorplan | 23400 | 29.57 | 268000 | - |
| CTS | 31800 | 26.96 | 293000 | 43.9 |
| global placement | 31300 | 25.83 | 283000 | 42.5 |
| detailed placement | 31300 | 25.84 | 283000 | 42.5 |
| global route | 32500 | 26.36 | 295000 | 44.2 |
registers in the layout (all words and copies together), names as in the netlist:
register,count
instruction,32
value,32
mem,2048
kinds of logic after synthesis:
family / after synthesis / synth area share (%)
muxes: 7993 / 51.9
and+or+nand+nor: 5728 / 8.98
AOI/OAI and AO/OA: 4490 / 10.5
buffers and inverters: 2989 / 4.89
DFF: 2112 / 23.5
xor gates and xnor gates: 51 / 0.173
adders and majority gates: 8 / 0.0374
per-layer routing:
layer  vias to the layer above  track usage (%)  part of all wire (%)
met5                         -             29.0                   1.1
met4                       429             48.4                    11
met3                      7096             55.0                    21
met2                     26100             69.9                    37
met1                    130000             63.5                    29
li1                      94700                -                     -
final cells by class:
| type | count | area [um2] |
|---|---|---|
| Fill cell | 60300 | 372000 |
| Multi-Input combinational cell | 18300 | 193000 |
| Sequential cell | 2112 | 62800 |
| Timing Repair Buffer | 1976 | 15900 |
| Tap cell | 8909 | 11100 |
| Clock buffer | 366 | 7880 |
| Antenna cell | 1015 | 2540 |
| Clock inverter | 175 | 1820 |
| Inverter | 14 | 57.6 |
worst min path at each step:
stage,endpoint,slack (ns)
final,value[11]$_DFF_P_,1.34
after global routing,value[11]$_DFF_P_,1.44
after CTS,value[11]$_DFF_P_,1.34
Power and IR drop assume default switching activity.
